==> design/flow/design.v <==
module  uart_rx(
        input                   clk                    ,
        input                   rst_n                 ,
        input                   rs232_rx                ,
        output 	reg         [ 7:0]  rx_data           ,
		output	reg				rx_data_vld			
);
localparam      BAUD_END        =       434                    ;
localparam      BAUD_M          =       BAUD_END/2 - 1          ;
localparam      BIT_END         =       10                       ;
reg                             rx_r1                           ;
reg                             rx_r2                           ;
reg                             rx_r3                           ;
reg                             rx_flag                         ;
reg     [12:0]                  baud_cnt                        ;
wire                            bit_tick                        ;
reg     [ 3:0]                  bit_cnt                         ;
wire                            rx_neg_flag                          ;
assign  rx_neg_flag  =       ~rx_r2 & rx_r3;
always  @(posedge clk) begin
        rx_r1   <=      rs232_rx;
        rx_r2   <=      rx_r1;
        rx_r3   <=      rx_r2;
end
always  @(posedge clk or negedge rst_n) begin
        if(rst_n == 1'b0)
                rx_flag <=      1'b0;
        else if(bit_cnt == 0 && rx_neg_flag == 1'b1)
                rx_flag <=      1'b1;
        else if(bit_cnt == BIT_END-1 && bit_tick == 1'b1)
                rx_flag <=      1'b0;
end
always  @(posedge clk or negedge rst_n) begin
        if(rst_n == 1'b0)
                baud_cnt        <=      'd0;
        else if(bit_cnt == BIT_END)
                baud_cnt        <=      'd0;
        else if(baud_cnt == BAUD_END)
                baud_cnt        <=      'd0;
        else if(rx_flag == 1'b1)
                baud_cnt        <=      baud_cnt + 1'b1;
        else
                baud_cnt        <=      'd0;
end
assign bit_tick	=	baud_cnt == BAUD_M?1'b1:1'b0;
always  @(posedge clk or negedge rst_n) begin
        if(rst_n == 1'b0)
                bit_cnt <=      'd0;
        else if(bit_cnt == BIT_END) 
                bit_cnt <=      'd0;
        else if(bit_tick == 1'b1)
                bit_cnt <=      bit_cnt + 1'b1;
end
always  @(posedge clk or negedge rst_n) begin
        if(rst_n == 1'b0)
                rx_data <=      'd0;
        else if(bit_tick == 1'b1 && bit_cnt >= 'd1 && bit_cnt <= 'd8)
                rx_data <=      {rx_r2, rx_data[7:1]};
end
always  @(posedge clk or negedge rst_n) begin
        if(rst_n == 1'b0)
                rx_data_vld <=      1'b0;
        else if(bit_cnt == 8 && bit_tick == 1'b1)
                rx_data_vld <=      1'b1;
        else
                rx_data_vld <=      1'b0;
end
endmodule
==> design/flow/run.sh <==
#!/bin/bash
# OpenROAD 26Q1-2900-gdf79404cd8, Yosys 0.63+post, stock flow scripts
make -C /OpenROAD-flow-scripts/flow DESIGN_CONFIG=/design/flow/config.mk WORK_HOME=/design/flow/orfs finish
==> design/flow/config.mk <==
export PLATFORM = sky130hd
export DESIGN_NAME = uart_rx
export DESIGN_NICKNAME = uart_rx
export VERILOG_FILES = /design/flow/design.v
export SDC_FILE = /design/flow/constraint.sdc
export NUM_CORES = 4
export LEC_CHECK = 1
export CORE_AREA = 10 10 97 97
export DIE_AREA = 0 0 107 107
==> design/flow/constraint.sdc <==
current_design uart_rx

set clk_period 2.8
set clk_io_pct 0.2

create_clock -name clk0 -period $clk_period [get_ports {clk}]

set non_clock_inputs [all_inputs -no_clocks]
set_input_delay [expr $clk_period * $clk_io_pct] -clock clk0 $non_clock_inputs
set_output_delay [expr $clk_period * $clk_io_pct] -clock clk0 [all_outputs]
==> impl_metrics.tcl <==
# flow metrics
set metrics [dict create \
    antenna_found_initial 0 \
    drc 0 \
    worstReg2RegStart "baud_cnt[0]$_DFF_PN0_" \
    rrSetupSlack_ns 1.09 \
    routed_via_density 3.73 \
    synthesis.area_um2 1420 \
    power_density_nw_per_um2 626 \
    fp.dieH_um 107 \
    die_x_um 107 \
    syn_inst 126 \
    hpwl_um 1690 \
    met1Wirelength_um 1240 \
    drtIter0Drc 31 \
    ys_sh_adder_pct 2.65 \
    post_cts_resized 0 \
    vias 899 \
    cts_tree "yes" \
    hold_viol 0 \
    dieArea_um2 11400 \
    wl_met2_um 998 \
    grt_max_degree 28 \
    fin_setup_tns_ns 0 \
    max-slew-margin-rel_pct 78.1 \
    pin_count 12 \
    p_total_mw 1.09 \
    grt_setup_unrepaired "false" \
    status "complete, no violations" \
    clk_pin_slew_ns 0.07 \
    async_reset_ff_share_pct 90.0 \
    period_used_pct 61.1 \
    reg2regPathDepth 6 \
    wirelength_um 2400 \
    utilization_pct 23.8 \
    clock_sinks 30 \
    drive_above_1_share_pct 16.9 \
    setup_violations 0 \
    path_class "reg2reg" \
    ys_cells 126 \
    start_kind "register" \
    n_antenna_cell 0 \
    top_logic_kind "simple AND/OR/NAND/NOR gates" \
    fp_util_pct 19.5 \
    warnings 27 \
    syn-mean-instance-area_um2 11.3 \
    hold_depth 0 \
    ys_sh_xor_pct 8.02 \
    wire_per_inst_um 9.95 \
    core_um2 7290 \
    cts_setup_buffers 0 \
    cts-root-buf "clkbuf_8" \
    ff_type "dfrtp_1" \
    fillCellCount 793 \
    cts_hold_buf 0 \
    simple_gate_share_pct 20.5 \
    compound_area_share_pct 4.50 \
    htreeDepth 2 \
    synthMuxAreaShare_pct 8.47 \
    ys_chip_area_um2 1420 \
    max_freq_mhz 584 \
    min_to "rx_r2$_DFF_P_" \
    min-delay-start "rx_r1$_DFF_P_" \
    hold_class "reg2reg" \
    ant_nets 0 \
    cp.arrival_ns 1.88 \
    fp-row-count 31 \
    synth-edff-count 0 \
    worst_pin_slew_ns 0.325 \
    synth.distinct_cells 32 \
    grt_overflow 0 \
    first_global_vias 900 \
    fin_crit_ns 1.71 \
    areaGrowthSynthToFinish_pct 22.1 \
    io_buffers 11 \
    endpoint_kind "register" \
    slew_viol_final 0 \
    max-vdd-ir-drop_mv 0.167 \
    globalRouteTotalUtil_pct 4.29 \
    routed-wl-met3_um 94 \
    cts_inserted_buffers 5 \
    drt_first_pass_iters 4 \
    yosys_warnings 1 \
    p_leak_nw 0.750 \
    crit_fanout 8 \
    finClkSkew_ns 0.00769 \
    clockBufferDepth 2 \
    ys_seq_share_pct 51.9 \
    clock_latency_ns 0.28 \
    grt_pass1_wl_um 4240 \
    r2r-end "rx_data[6]$_DFFE_PN0P_" \
    ys.flops 30 \
    drv_cap 0 \
    cp_data_required_time_ns 2.97 \
    gp_congestion 0.825 \
    top_layer "met4" \
]
-- flip-flops by register name, summed over array words and instances, names as in the netlist --
name	cells
baud_cnt	13
bit_cnt	4
rx_data	8
rx_data_vld	1
rx_flag	1
rx_r1	1
rx_r2	1
rx_r3	1
-- cell type report --
type	count	area (um^2)	area share, %
clock buffers	6	82.6	4.77
clock inverters	2	12.5	0.722
inverters	7	26.3	1.52
multi-input cells	84	627	36.2
flip-flops and latches	30	736	42.5
well taps	99	124	7.15
repair buffers	13	125	7.22
-- how the worst max path moves through the flow --
stage                 startpoint  slack [ns]  cells past startpoint                      to
4_1_cts   rx_data[2]$_DFFE_PN0P_        1.06                      1              rx_data[2]
5_1_grt    baud_cnt[0]$_DFF_PN0_        0.99                      6  rx_data[3]$_DFFE_PN0P_
6_report   baud_cnt[0]$_DFF_PN0_        1.09                      6  rx_data[6]$_DFFE_PN0P_
-- placed cells by master, fill, tap and decap left out --
| master | instances |
|---|---|
| nor2_1 | 20 |
| and2_2 | 1 |
| buf_4 | 2 |
| ha_1 | 3 |
| inv_1 | 7 |
| dfrtp_1 | 27 |
| a21o_1 | 1 |
| mux2_4 | 8 |
| clkinv_2 | 1 |
| clkbuf_8 | 6 |
| clkdlybuf4s50_1 | 11 |
| nand4_1 | 3 |
| o221ai_1 | 1 |
| o21ai_0 | 1 |
| o221a_2 | 1 |
| a21oi_1 | 2 |
| nor4bb_1 | 1 |
| nand2b_4 | 1 |
| nand4_4 | 1 |
| nor3_1 | 3 |
| nor4_1 | 4 |
| nand2_1 | 7 |
| clkinvlp_4 | 1 |
| and2_1 | 1 |
| nor2b_1 | 1 |
| xor2_1 | 3 |
| xnor2_1 | 10 |
| a31oi_1 | 2 |
| o22a_1 | 1 |
| and2b_1 | 1 |
| nand3_1 | 5 |
| and4bb_2 | 1 |
| dfxtp_1 | 3 |
| nor4_4 | 1 |
-- logic make-up after synthesis --
group	Yosys count
simple gates	51
flops	30
xor+xnor	13
buf+inv	12
compound gates	9
mux	8
fa+ha+maj	3
-- stage by stage --
stage          instances  area [um^2]  hold WS (ns)  worst slack, ns
2_1_floorplan        126         1420         0.264             1.13
3_3_place_gp         233         1640         0.313             1.12
3_5_place_dp         233         1640         0.314             1.08
4_1_cts              241         1730         0.330             1.06
5_1_grt              241         1730         0.334            0.990
6_report             241         1730         0.328             1.09
-- synthesized netlist by cell type (2+ instances only) --
master / count / area, um^2
nand3_1: 5 / 25.0
dfxtp_1: 3 / 60.1
mux2_4: 8 / 120
dfrtp_1: 27 / 676
xor2_1: 3 / 26.3
nor2_1: 20 / 75.1
nor4_1: 4 / 25.0
nand2_1: 7 / 26.3
nor3_1: 3 / 15.0
a21oi_1: 2 / 10.0
ha_1: 3 / 37.5
nand4_1: 3 / 18.8
a31oi_1: 2 / 12.5
inv_1: 7 / 26.3
xnor2_1: 10 / 87.6
buf_2: 3 / 15.0
-- worst max-delay path, stage by stage (launching register included) --
cell and delay (ns):
dfrtp_1 0.41, inv_1 0.09, ha_1 0.14, and4bb_2 0.25
nand4_4 0.15, nand2b_4 0.25, mux2_4 0.32
-- power by group --
group	internal, mW	switching [mW]	total (mW)
Clock	0.197	0.158	0.355
Sequential	0.484	0.0741	0.558
Combinational	0.0798	0.0922	0.172
Total	0.761	0.325	1.09
-- routing by layer --
layer | up-vias | track usage (%)
met3 | 5 | 1.21
met2 | 16 | 6.10
met1 | 424 | 6.21
li1 | 454 | -
met5 | - | 0
met4 | 0 | 1.26
Power is estimated from default activity; no workload was simulated.
