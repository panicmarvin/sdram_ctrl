==> run.sh <==
#!/bin/bash
# OpenROAD 26Q1-2900-gdf79404cd8, Yosys 0.63+post, stock flow scripts
make -C /OpenROAD-flow-scripts/flow DESIGN_CONFIG=/design/flow/config.mk WORK_HOME=/design/flow/orfs finish
==> config.mk <==
export PLATFORM = sky130hd
export DESIGN_NAME = uart_tx
export DESIGN_NICKNAME = uart_tx
export VERILOG_FILES = /design/flow/design.v
export SDC_FILE = /design/flow/constraint.sdc
export NUM_CORES = 4
export LEC_CHECK = 1
export CORE_AREA = 10 10 109 109
export DIE_AREA = 0 0 119 119
==> constraint.sdc <==
current_design uart_tx

set clk_period 3.3
set clk_io_pct 0.2

create_clock -name clk0 -period $clk_period [get_ports {clk}]

set non_clock_inputs [all_inputs -no_clocks]
set_input_delay [expr $clk_period * $clk_io_pct] -clock clk0 $non_clock_inputs
set_output_delay [expr $clk_period * $clk_io_pct] -clock clk0 [all_outputs]
==> design.v <==
module  uart_tx(
        input                   clk                    ,
        input                   rst_n                 ,
        output                  rs232_tx                ,
        input                   rfifo_empty             ,
        output  reg             rfifo_rd_en             ,
        input           [ 7:0]  rfifo_rd_data           ,
		output	reg				data_vld
);
localparam      BAUD_END        =       434                    ;
localparam      BAUD_M          =       BAUD_END/2 - 1          ;
localparam      BIT_END         =       9                       ;
localparam		IDLE			=		3'b001;
localparam		START			=		3'b010;
localparam		TRANS			=		3'b100;
reg     [2:0] 					nx_state,cu_state;
reg                       		tx_trig_r           ;
reg     [ 7:0]                  tx_data           ;
reg     [12:0]                  baud_cnt                        ;
wire                            bit_flag                        ;
reg     [ 3:0]                  bit_cnt                         ;
wire                            tx_trig                         ;
always  @(posedge clk or negedge rst_n) begin
        if(rst_n == 1'b0)
                baud_cnt        <=      'd0;
        else if(baud_cnt == BAUD_END)
                baud_cnt        <=      'd0;
        else if(cu_state==TRANS)
                baud_cnt        <=      baud_cnt + 1'b1;
        else
                baud_cnt        <=      'd0;
end
assign bit_flag=baud_cnt==BAUD_END?1'b1:1'b0;
always  @(posedge clk or negedge rst_n) begin
        if(rst_n == 1'b0)
                bit_cnt <=      'd0;
        else if(bit_flag == 1'b1 && bit_cnt == BIT_END)
                bit_cnt <=      'd0;
        else if(bit_flag == 1'b1)
                bit_cnt <=      bit_cnt + 1'b1;
end
always  @(posedge clk or negedge rst_n) begin
        if(rst_n == 1'b0)
                rfifo_rd_en     <=      1'b0;
        else if(rfifo_empty == 1'b0 && cu_state == IDLE && rfifo_rd_en==1'b0)
                rfifo_rd_en     <=      1'b1;
        else
                rfifo_rd_en     <=      1'b0;
end
assign	tx_trig = rfifo_rd_en;
always  @(posedge clk) begin
        tx_trig_r        <=      tx_trig;
		  data_vld       <=      tx_trig_r;
end
always  @(posedge clk or negedge rst_n) begin
        if(rst_n == 1'b0)
                tx_data      <=      'd1;
        else if(data_vld==1'b1)
				tx_data		<=	 rfifo_rd_data ;
		else if(cu_state==TRANS&&bit_flag==1'b1&&bit_cnt>=1)
				tx_data		<=	{1'b1,tx_data[7:1]};
end
always  @(posedge clk or negedge rst_n) begin
        if(rst_n == 1'b0)
                cu_state     <=      IDLE;
        else 
				cu_state     <=      nx_state;
end
always  @(*) begin
        if(rst_n == 1'b0)
                nx_state     =      IDLE;
        else
				case(cu_state)
					IDLE:
							if(tx_trig)
								nx_state	=	START;
							else
								nx_state	=	IDLE;
					START:
							if(data_vld==1'b1)
								nx_state	=	TRANS;
							else
								nx_state	=	START;
					TRANS:
							if(bit_flag&&bit_cnt==BIT_END)
								nx_state	=	IDLE;
							else
								nx_state	=	TRANS;
				default:nx_state=IDLE;
				endcase
		end
assign 				rs232_tx = cu_state==TRANS?(bit_cnt==0?1'b0:tx_data[0]):1'b1;
endmodule
==> notes.md <==
With the number of instances resized during post-cts repair at 0, the flip-flop and latch count after synthesis is 31. Endpoints failing hold in the final report were tallied at 0. The timing report attributes the biggest portion of critical-path delay to buffers and inverters.

Clock tree synthesis found a total of 31 sinks. Yosys-reported design area after synthesis: 1521 um^2. Listed in order, past its start point the critical path passes inv_1 -> ha_1 -> nand2_1 -> nand2_1 -> nand2_1 -> clkdlybuf4s50_1. The number of buffers and inverters on the critical path works out to 2. After synthesis, the cell types taking the most area are sky130_fd_sc_hd__dfrtp_1 44%, sky130_fd_sc_hd__xnor2_1 5.2%, sky130_fd_sc_hd__ha_1 4.9%. Setup repair after global routing left no endpoint under its margin. In this run the number of H-tree levels came out at 2. The commonest cells after synthesis are 27 x sky130_fd_sc_hd__dfrtp_1, 19 x sky130_fd_sc_hd__nor2_1, 11 x sky130_fd_sc_hd__nand3_1.

Among all stages on the critical path, the maximum delay recorded is 0.47 ns. The run gives 18 as the largest net degree at the start of global routing. The flow ran to the end, and the final reports show no timing, DRC or antenna violations. Per the timing report, the biggest fanout along the worst path comes to 4. The die height is 119 um, and the final critical delay including setup and external delays is 2.278 ns. Clock skew on the completed layout was measured at 0.006725 ns.

Per the skew report, the later register of the worst-skew pair sees a clock latency of 0.27 ns. The logic depth of the worst setup path including buffers is 6. Share of the clock period used by the worst path: 69.03%. The routed design has 2983 um of wire. Summed over all instances, the cell type with the most area after synthesis is sky130_fd_sc_hd__dfrtp_1. After synthesis, the design contains 147 cells according to Yosys.

Clock root buffer: sky130_fd_sc_hd__clkbuf_8. At the worst endpoint, the arrival time is 1.62 ns. The run gives 90 for the number of DRC violations after detailed-routing iteration 0. sky130_fd_sc_hd__dfrtp_1 is the most common cell in the netlist. Across the run, the number of max-cap violations was 0. The number of cells on the worst reg-to-reg path came out at 4.

The worst setup path is launched from a flop. For the minimum setup slack in the final design, the log shows 1.022 ns. Leakage power of the design: 0.0007047 uW.

Antenna repair during routing inserted a diode count of 0. The run gives 9.581% for the share of layout cells above drive strength 1. The horizontal die size works out to 119 um. The synthesized area divided by synthesized cell count came out at 10.35 um^2. STA classifies the critical path endpoint as an output pin.

The logs give 14160 um^2 for the chip area and 439.0 MHz for the maximum clock frequency. Summed over all layers, the global routing overflow is 0. After routing the design area is 1886 um^2. The area fraction of the largest cell type after synthesis is 44.41%. The run gives 140.0 uV as the worst vdd rail ir drop. The clock slew at the register clock pins of the worst setup and hold paths was 0.06 ns; the number of antenna violations at the first check in global routing was 0.

The logs give 2187 um for the detailed-placement wirelength estimate and 4 for the count of TritonRoute iterations in the first routing pass. The post-detailed-route via-to-cell ratio is 3.753. Synthesis produced a netlist whose cell count is 147. Setup violations remaining at the end of the flow were counted as 0. 14 I/O pins were placed. Per the layout report, the design carries 1068 filler cells.

The gate-level netlist out of Yosys references 37 unique cell types. Transition time at the pin with the least slew margin: 0.5211 ns. Across every metal layer, demand over resource in global routing totals 4.362%.

The cell at the slowest stage of the critical path was sky130_fd_sc_hd__clkdlybuf4s50_1. For this sky-water flow run, the detailed-routed wirelength per cell is reported as 9.943 um. For this configuration, the core starts out at a cell density of 15.78%. The longest clock path from root to sink contains 2 buffers. The run gives 0 ns for the total negative slack. The class of the most critical hold timing path is reg -> reg. The script computed a power per unit cell area of 411.5 nW/um^2. Area of the placeable core: 9639 um^2. Sequential elements use 50.49% of the synthesized area.

The library cell appearing most often on the critical path was sky130_fd_sc_hd__nand2_1. With the quantity of I/O buffers inserted on ports at 13, the share of flip-flops with an asynchronous set or reset after synthesis is 93.55%. For the routability-driven placement congestion ratio, the log shows 0.7393. Row generation in the floorplan step produced 36 rows. The number of logged tool warnings came out at 29. The report gives the cell count of the worst hold path as 0.

The run gives 65.15% for the headroom to the max-slew limit. Number of post-CTS setup repair buffers: 0. Among all flip-flop cells after synthesis, the most frequent one is sky130_fd_sc_hd__dfrtp_1.

For the global-route wire length before repair, the log shows 5388 um. The critical path class was reg -> out. After clock tree synthesis, the flow added hold-fix buffers numbering 0. The final-report max-slew violation count was 0; the placed cell area was 1805 um^2. The routed layout has 1126 vias.

Between the synthesized netlist and the finished layout, the area growth was recorded as 23.93%. The TritonCTS buffer count is 5. The netlist area before placement was 1521 um^2. The number of nets still failing antenna checks after routing is 0. OpenSTA, run right after detailed placement, puts the worst setup slack at 1.236 ns.

The OpenROAD report gives the critical path a required time of 2.64 ns. The tools report the number of global-route vias before repair as 1172. TritonCTS built the clock tree. The routed layout reports a DRC error count of 0.

The number of warnings issued by yosys is 1, and the number of enable-type register cells in the synthesized netlist is 0.
## sequential cells by signal (all words and copies together) (netlist names)
signal,flops
bit_cnt,4
tx_trig_r,1
data_vld,1
baud_cnt,13
tx_data,8
cu_state,3
rfifo_rd_en,1
## final timing paths
path	startpoint	slack [ns]	endpoint
worst max-delay path	bit_cnt[0]	1.02	rs232_tx
worst min-delay path	tx_trig_r	0.33	data_vld
worst max register to register	baud_cnt[10]	1.24	baud_cnt[11]
worst min register to register	tx_trig_r	0.33	data_vld
max in group asynchronous	rst_n	2.12	cu_state[0]
min in group asynchronous	rst_n	0.63	cu_state[2]
## layout by cell type, fill, tap and decap left out, types with 5 or more instances in the layout
cell,netlist,final
sky130_fd_sc_hd__a2bb2oi_1,7,7
sky130_fd_sc_hd__a31oi_1,7,7
sky130_fd_sc_hd__clkbuf_8,0,5
sky130_fd_sc_hd__clkdlybuf4s50_1,0,13
sky130_fd_sc_hd__dfrtp_1,27,27
sky130_fd_sc_hd__ha_1,6,6
sky130_fd_sc_hd__inv_1,8,8
sky130_fd_sc_hd__nand2_1,9,9
sky130_fd_sc_hd__nand3_1,11,11
sky130_fd_sc_hd__nor2_1,19,19
sky130_fd_sc_hd__o21ai_0,10,10
sky130_fd_sc_hd__xnor2_1,9,9
## cells by family (layout without fill, tap and decap cells)
logic type / Yosys count / after routing / synth area share (%)
flip-flops: 31 / 31 / 50.49
buffers and inverters: 12 / 32 / 4.276
multiplexers: 1 / 1 / 0.7401
AND/OR/NAND/NOR: 55 / 55 / 18.92
AND-OR/OR-AND: 31 / 31 / 14.31
XOR/XNOR: 11 / 11 / 6.333
adder cells (fa/ha/maj): 6 / 6 / 4.934
## stage by stage
stage / std cells / hold slack, ns / total power, uW / util [%]
2_1_floorplan: 147 / 0.3096 / 468.7 / -
3_3_place_gp: 292 / 0.3098 / 506.5 / 18.73
3_5_place_dp: 292 / 0.3164 / 507.8 / 18.73
4_1_cts: 300 / 0.3298 / 790.2 / 19.56
5_1_grt: 300 / 0.3457 / 819.7 / 19.56
6_report: 300 / 0.3261 / 775.9 / 19.56
## worst register-to-register path, delay by kind of cell (launching register included)
family / cells / cell delay [ns]
and+or+nand+nor: 4 / 1.52
DFF: 1 / 0.40
## power by group
part	internal, uW	switching [uW]	leakage [uW]
Combinational	39.7	31.0	0.000272
Sequential	410	18.4	0.000393
Clock	149	127	0.0000395
Total	599	177	0.000705
## routing by layer
metal | share of wire (%) | track usage [%]
met1 | 49 | 5.919
met2 | 45 | 6.916
met3 | 4.8 | 1.343
met4 | 0.64 | 0.5344
met5 | 0 | 0
## final cells by class
class	instances	area (um^2)	area share (%)
multi-input cells	104	688.2	36.50
repair buffers	16	152.6	8.096
well taps	133	166.4	8.825
clock buffers	8	80.08	4.247
flip-flops and latches	31	768.2	40.74
inverters	8	30.03	1.593
No activity file was given, so power comes from the tool's default toggle rates.
