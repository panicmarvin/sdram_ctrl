==> flow/design.v <==
module MyFIFO_Ctrl #(
     parameter Full_Limit = 1020,
     parameter Empty_Limit = 4,
     parameter Wdata_Width = 16,
	 parameter Rdata_Width = 8,
     parameter Raddr_Width = 10,
	 parameter Waddr_Width = 9
)
(
	input	WClk, 
	input	RClk, Rst_n,  
	input	Wen, Ren,
	output	reg	Empty, Full,
	output	RAM_We,
	output	reg	[Waddr_Width - 1 : 0] RAM_Waddr,
    output	reg	[Raddr_Width - 1 : 0] RAM_Raddr	
);
assign RAM_We = Wen ;
always @(posedge WClk or negedge Rst_n)
begin
		if (!Rst_n)
			RAM_Waddr <= 0;
		else if(Wen==1'b1 && Full==1'b0)  
		    RAM_Waddr<=RAM_Waddr + 1'b1;
end	
wire	[Waddr_Width - 1 : 0] RAM_Waddr_Gray_Wire;
Norm2Gray U1_Norm2Gray (
	.Din			(RAM_Waddr),
	.Dout			(RAM_Waddr_Gray_Wire)
);
defparam U1_Norm2Gray.Data_Width = Waddr_Width;
reg		[Waddr_Width - 1 : 0] RAM_Waddr_Gray;
always @(posedge WClk or negedge Rst_n)
begin	
		if (!Rst_n)
			RAM_Waddr_Gray <= 0;
		else
			RAM_Waddr_Gray <= RAM_Waddr_Gray_Wire;
end
always @(posedge RClk or negedge Rst_n)
begin
		if (!Rst_n)
			RAM_Raddr <= 0;
		else if(Ren==1'b1 && Empty==1'b0) 
			RAM_Raddr <= RAM_Raddr + 1'b1;
end
defparam U2_Norm2Gray.Data_Width = Raddr_Width;
wire	[Raddr_Width - 1 : 0] RAM_Raddr_Gray_Wire;
Norm2Gray U2_Norm2Gray (
	.Din			(RAM_Raddr),
	.Dout			(RAM_Raddr_Gray_Wire)
);
reg		[Raddr_Width - 1 : 0] RAM_Raddr_Gray;
always @(posedge RClk or negedge Rst_n)
begin	
		if (!Rst_n)
			RAM_Raddr_Gray <= 0;
		else
			RAM_Raddr_Gray <= RAM_Raddr_Gray_Wire; 
end	
reg		[Raddr_Width - 1 : 0] RAM_Raddr_Gray_OnWClk_P, RAM_Raddr_Gray_OnWClk, RAM_Raddr_OnWClk;
always @(posedge WClk or negedge Rst_n)
begin
	  if (!Rst_n)  
		begin
			RAM_Raddr_Gray_OnWClk_P <= 0;
			RAM_Raddr_Gray_OnWClk <= 0;
		end
		else 
		begin
			RAM_Raddr_Gray_OnWClk_P <= RAM_Raddr_Gray;
			RAM_Raddr_Gray_OnWClk <= RAM_Raddr_Gray_OnWClk_P;
		end
end
wire	[Raddr_Width - 1 : 0] RAM_Raddr_OnWClk_Wire;
Gray2Norm U1_Gray2Norm (
	.Din			(RAM_Raddr_Gray_OnWClk),
	.Dout			(RAM_Raddr_OnWClk_Wire)
);
defparam U1_Gray2Norm.Data_Width = Raddr_Width;
always @(posedge WClk or negedge Rst_n)
begin			
		if (!Rst_n)
			RAM_Raddr_OnWClk <= 0;
		else
			RAM_Raddr_OnWClk <= RAM_Raddr_OnWClk_Wire; 
end
 wire [9:0]  diff_waddr_onwclk;
 assign      diff_waddr_onwclk = {RAM_Waddr,1'b0} - RAM_Raddr_OnWClk;
always @(posedge WClk or negedge Rst_n)
begin			
		if (!Rst_n)
			Full <= 1'b0;
		else  
			begin
			if (diff_waddr_onwclk >= Full_Limit)
	  		  Full <= 1'b1;
			else
			  Full <= 1'b0;	
			end						
end
reg		[Waddr_Width - 1 : 0] RAM_Waddr_Gray_OnRClk_P, RAM_Waddr_Gray_OnRClk, RAM_Waddr_OnRClk;
always @(posedge RClk or negedge Rst_n)
begin
	  if (!Rst_n)  
		begin
			RAM_Waddr_Gray_OnRClk_P <= 0;
			RAM_Waddr_Gray_OnRClk <= 0;
		end
		else
		begin
			RAM_Waddr_Gray_OnRClk_P <= RAM_Waddr_Gray;
		    RAM_Waddr_Gray_OnRClk <= RAM_Waddr_Gray_OnRClk_P;
		end
end
wire	[Waddr_Width - 1 : 0] RAM_Waddr_OnRClk_Wire;
Gray2Norm U2_Gray2Norm (
	.Din			(RAM_Waddr_Gray_OnRClk),
	.Dout			(RAM_Waddr_OnRClk_Wire)
);
defparam U2_Gray2Norm.Data_Width = Waddr_Width;
always @(posedge RClk or negedge Rst_n)
begin			
		if (!Rst_n)
			RAM_Waddr_OnRClk <= 0;
		else
			RAM_Waddr_OnRClk <= RAM_Waddr_OnRClk_Wire;
end			
 wire [9:0]  diff_raddr_onrclk;
 assign      diff_raddr_onrclk = {RAM_Waddr_OnRClk,1'b0} - RAM_Raddr; 
always @(posedge RClk or negedge Rst_n)
begin				
		if (!Rst_n)
			Empty <= 1'b1;
		else  
			begin
				if(diff_raddr_onrclk <= Empty_Limit)
                    Empty <= 1'b1;
				else
                    Empty <= 1'b0;				
			end
end
endmodule
module Norm2Gray #(parameter Data_Width = 8) (
	input 	[Data_Width - 1 : 0] Din,
	output	[Data_Width - 1 : 0] Dout
);
assign	Dout = Din ^ {1'b0, Din[Data_Width - 1 : 1]};
endmodule		
module Gray2Norm #(parameter Data_Width = 8) (
	input 	[Data_Width - 1 : 0] Din,
	output	reg	[Data_Width - 1 : 0] Dout
);
integer	i, j;
reg 	Tmp;
always @(*)
	begin
		for (i = Data_Width - 1; i >= 0; i = i - 1)
		begin
			Tmp = 1'b0;
			begin
				for (j = Data_Width - 1; j >= i; j = j - 1)
					Tmp = Tmp ^ Din[j];
			end
			Dout[i] = Tmp;
		end
	end
endmodule	
==> flow/run.sh <==
#!/bin/bash
# OpenROAD 26Q1-2900-gdf79404cd8, Yosys 0.63+post, stock flow scripts
make -C /OpenROAD-flow-scripts/flow DESIGN_CONFIG=/design/flow/config.mk WORK_HOME=/design/flow/orfs finish
==> flow/config.mk <==
export PLATFORM = sky130hd
export DESIGN_NAME = MyFIFO_Ctrl
export DESIGN_NICKNAME = MyFIFO_Ctrl
export VERILOG_FILES = /design/flow/design.v
export SDC_FILE = /design/flow/constraint.sdc
export NUM_CORES = 4
export LEC_CHECK = 1
export CORE_UTILIZATION = 40
==> flow/constraint.sdc <==
current_design MyFIFO_Ctrl

set clk_period 2.9
set clk_io_pct 0.2

create_clock -name clk0 -period $clk_period [get_ports {RClk}]
create_clock -name clk1 -period $clk_period [get_ports {WClk}]

set non_clock_inputs [all_inputs -no_clocks]
set_input_delay [expr $clk_period * $clk_io_pct] -clock clk0 $non_clock_inputs
set_output_delay [expr $clk_period * $clk_io_pct] -clock clk0 [all_outputs]
==> qor.log <==
[logic_synthesis] main combinational cell family by area after synthesis XOR/XNOR gates
[worst_hold_path] Hold Crit Class in -> async
[worst_setup_path] dominant delay contributor by cell family on the critical path buffers and inverters
[logic_synthesis] fraction of the mapped netlist area in compound gates 3.27%
[placed_design] number of port buffers 25
[routing] Routed WL per cell 14.3 microns
[worst_setup_path] CP cell instances clkdlybuf4s50_1 > clkdlybuf4s50_1
[finish] Final Non-Filler Cells 410
[floorplanning] IO Pins 27
[worst_setup_path] depth of the worst register-to-register path 7
[routing] Routed Antenna Nets 0
[placed_design] Inst Count DP 394
[power_and_ir_drop] leakage dissipation 2.12 nW
[finish] dominant logic cell type in the layout sky130_fd_sc_hd__dfrtp_1
[floorplanning] Die X 98.8 microns
[floorplanning] core area 8890 sq um
[power_and_ir_drop] Clk network pwr share 18.5%
[worst_setup_path] launching point of the worst reg2reg path RAM_Raddr[6]
[clock_network] clock-pin slew of the registers on the worst-case setup and hold paths 80 ps
[routing] Detailed Route Iter0 Violations 62
[grt] global route overflow 0
[floorplanning] Die Y-Extent 98.8 microns
[routing] via count 1,885
[sta] count of final setup violators 0
[flow_run] max-cap violations 0
[clock_network] number of sinks handled by clock tree synthesis 97
[logic_synthesis] Synth async-reset ratio 100%
[power_and_ir_drop] Switching Fraction 32.3%
[finish] leading cell types in the layout, fill and taps excluded sky130_fd_sc_hd__dfrtp_1 (96), sky130_fd_sc_hd__xnor2_1 (31), sky130_fd_sc_hd__ha_1 (31), sky130_fd_sc_hd__clkdlybuf4s50_1 (24), sky130_fd_sc_hd__inv_1 (23)
[sta] Final Hold Fails 0
[logic_synthesis] adder-cell share of the synthesized area 10.4%
[worst_setup_path] worst path buffer plus inverter count 2
[floorplanning] number of core rows 34
[worst_setup_path] delay of the slowest cell on the worst path 470 ps
[grt] wire length of the first global-routing pass 9970 microns
[worst_setup_path] reg-to-reg critical path endpoint Empty
[power_and_ir_drop] total power density per cell area 1180 nW/um^2
[logic_synthesis] area of the mapped netlist 3750 sq um
[logic_synthesis] yosys cell count 261
[worst_setup_path] slack of the worst reg-to-reg path 890 ps
[logic_synthesis] register area share after synthesis 64.8%
[floorplanning] Total Die Area 9760 sq um
[sta] Fin Setup TNS 0 ps
[logic_synthesis] count of distinct cell types in the synthesized netlist 28
[grt] largest net degree at the start of global routing 52
[logic_synthesis] top cells by area, synth sky130_fd_sc_hd__dfrtp_1 (64%), sky130_fd_sc_hd__ha_1 (10%), sky130_fd_sc_hd__xnor2_1 (7.2%)
[logic_synthesis] fraction of post-synthesis cell area in the top cell type by area 64.1%
[clock_network] cts hold-fix bufs 0
[worst_setup_path] critical path data required time 2320 ps
[worst_setup_path] data arrival time of the critical path 1510 ps
[logic_synthesis] AND/OR/NAND/NOR Cells, Area Fraction 4.24%
[routing] Vias/cell 4.60
[clock_network] number of gates resized after CTS 0
[grt] vias in the first global route 1,987
[finish] layout filler cell count 777
[worst_setup_path] most used cell along the critical path sky130_fd_sc_hd__clkdlybuf4s50_1
[worst_setup_path] master of the slowest instance on the critical path sky130_fd_sc_hd__clkdlybuf4s50_1
[routing] antenna cells 0
[logic_synthesis] mux share 0.301%
[worst_setup_path] WS Path Type in -> out
[logic_synthesis] per-instance average area after synthesis 14.4 sq um
[logic_synthesis] YS warnings 3
[logic_synthesis] xor/xnor share of the synthesized area 14.1%
[routing] post-detailed-routing wire length 5850 microns
[power_and_ir_drop] power spent charging and discharging nets 0.00165 W
[sta] setup repair after global routing missed its margin no
[power_and_ir_drop] Internal 0.00347 W
[grt] number of antenna violations at the first check in global routing 0
[sta] final max-slew violation count 0
[worst_setup_path] maximum net fanout on the critical path 2
[flow_run] number of warnings the tools reported 26
[finish] share of layout cells above drive strength 1 8.94%
[placed_design] final RePlAce weighted congestion 0.866
[power_and_ir_drop] power share of the combinational group 38.8%
[logic_synthesis] chip area estimate from yosys synthesis 3750 sq um
[sta] relative slew slack 57.6%
[clock_network] CTS tree yes
[worst_setup_path] startpoint kind of the worst setup timing path input pin
[finish] Area growth syn-to-layout 16.3%
[power_and_ir_drop] Reg power frac 42.8%
[floorplanning] Starting Density 42.1%
[worst_setup_path] CP Capture Type primary output
[sta] Slew @ Worst Pin 636 ps
[placed_design] hpwl dp 4180 microns
[logic_synthesis] count of state elements after synthesis 97
[clock_network] number of buffers inserted by post-CTS setup repair 0
[finish] logic area 1210 sq um
[grt] All-Layer GR Usage 13.9%
[status] outcome completed
[routing] final routed DRC violation total 0
[logic_synthesis] instance count of the mapped netlist 261
[logic_synthesis] library cell occupying the most area in the post-synthesis netlist sky130_fd_sc_hd__dfrtp_1
[logic_synthesis] commonest register cell after synthesis sky130_fd_sc_hd__dfrtp_1
[routing] 1st-pass router iterations 4
[finish] Storage cell area 2430 sq um
[sta] post-route clock skew 4.02 ps
[logic_synthesis] number of enable flip-flop cells 0
[power_and_ir_drop] maximum vdd ir drop 0.506 mV
cell usage after synthesis (3+ instances only):
| cell | instances |
|---|---|
| sky130_fd_sc_hd__ha_1 | 31 |
| sky130_fd_sc_hd__dfrtp_1 | 96 |
| sky130_fd_sc_hd__buf_4 | 3 |
| sky130_fd_sc_hd__a21o_1 | 3 |
| sky130_fd_sc_hd__o21ai_0 | 5 |
| sky130_fd_sc_hd__xnor2_1 | 31 |
| sky130_fd_sc_hd__nand2_1 | 9 |
| sky130_fd_sc_hd__xor2_1 | 19 |
| sky130_fd_sc_hd__nor2b_1 | 3 |
| sky130_fd_sc_hd__nor2_1 | 5 |
| sky130_fd_sc_hd__a21oi_1 | 7 |
| sky130_fd_sc_hd__nand3_1 | 8 |
| sky130_fd_sc_hd__inv_1 | 23 |
worst max-delay path by stage:
stage	startpoint	to	slack, ps	depth (start not counted)
after global routing	RAM_Raddr[6]	Empty	770	7
after CTS	Wen	RAM_We	810	2
final	Wen	RAM_We	810	2
cell type report:
type / count / area share (%)
flip-flops and latches: 97 / 55.7
multi-input cells: 138 / 27.8
repair buffers: 28 / 6.20
clock buffers: 14 / 4.42
well taps: 108 / 3.10
inverters: 23 / 1.98
clock inverters: 2 / 0.804
cell families after synthesis:
logic type,after synthesis
mux,1
simple gates,32
compound gates,20
flops,97
xor+xnor,54
fa+ha+maj,31
buf+inv,26
power by group through the flow:
stage | combinational [W] | clock (W) | sequential [W]
6_report | 0.00198 | 0.000947 | 0.00219
5_1_grt | 0.00224 | 0.00105 | 0.00225
4_1_cts | 0.00201 | 0.000992 | 0.00220
flip-flops by register name, summed over array words and instances, names as in the netlist:
signal and count:
RAM_Waddr_Gray 9, RAM_Raddr_Gray 10, Empty 1, RAM_Raddr 10
RAM_Raddr_Gray_OnWClk 10, RAM_Raddr_OnWClk 10, Full 1, RAM_Waddr_Gray_OnRClk 9
RAM_Raddr_Gray_OnWClk_P 10, RAM_Waddr 9, RAM_Waddr_Gray_OnRClk_P 9, RAM_Waddr_OnRClk 9
through the flow:
| step | utilization [%] | cell area, sq um | setup WS [ps] | hold slack, ps | power (W) |
|---|---|---|---|---|---|
| floorplan | - | 3750 | 1080 | 284 | 0.00356 |
| global placement | 46.5 | 4130 | 756 | 335 | 0.00420 |
| detailed placement | 46.5 | 4130 | 724 | 335 | 0.00420 |
| CTS | 49.0 | 4360 | 805 | 324 | 0.00520 |
| global route | 49.0 | 4360 | 765 | 356 | 0.00554 |
| finish | 49.0 | 4360 | 809 | 306 | 0.00512 |
routing by layer:
metal | share of wire, % | wire length [microns] | vias up | global-route usage (%)
met5 | 0 | 0 | - | 0
met4 | 0.80 | 47 | 0 | 1.61
met3 | 5.5 | 323 | 7 | 4.33
met2 | 42 | 2480 | 37 | 18.3
met1 | 51 | 3000 | 923 | 24.8
li1 | - | - | 918 | -
Power and IR drop assume default switching activity.
